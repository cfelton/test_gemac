--- ./config.mk ---
export PLATFORM = sky130hd
export DESIGN_NAME = m_fifo_short_w36
export DESIGN_NICKNAME = m_fifo_short_w36
export VERILOG_FILES = /design/flow/design.v
export SDC_FILE = /design/flow/constraint.sdc
export NUM_CORES = 4
export LEC_CHECK = 1
export CORE_UTILIZATION = 40
--- ./run.sh ---
#!/bin/bash
# OpenROAD 26Q1-2900-gdf79404cd8, Yosys 0.63+post, stock flow scripts
make -C /OpenROAD-flow-scripts/flow DESIGN_CONFIG=/design/flow/config.mk WORK_HOME=/design/flow/orfs finish
--- ./constraint.sdc ---
current_design m_fifo_short_w36

set clk_period 18.6
set clk_io_pct 0.2

create_clock -name clk0 -period $clk_period [get_ports {clock}]

set non_clock_inputs [all_inputs -no_clocks]
set_input_delay [expr $clk_period * $clk_io_pct] -clock clk0 $non_clock_inputs
set_output_delay [expr $clk_period * $clk_io_pct] -clock clk0 [all_outputs]
--- ./design.v ---
`timescale 1ns/10ps
module m_fifo_short_w36 (
    clock,
    reset,
    clear,
    datain,
    src_rdy_i,
    dst_rdy_o,
    dataout,
    src_rdy_o,
    dst_rdy_i
);
input clock;
input reset;
input clear;
input [35:0] datain;
input src_rdy_i;
output dst_rdy_o;
wire dst_rdy_o;
output [35:0] dataout;
wire [35:0] dataout;
output src_rdy_o;
wire src_rdy_o;
input dst_rdy_i;
reg fbus_empty;
wire rd;
wire wr;
reg fbus_full;
reg [4:0] gfifo_nvacant;
reg [3:0] gfifo_addr;
wire gfifo_fbus_rvld;
reg [4:0] gfifo_ntenant;
reg [35:0] gfifo_mem [0:16-1];
assign wr = (src_rdy_i & dst_rdy_o);
assign rd = (dst_rdy_i & src_rdy_o);
assign dst_rdy_o = (!fbus_full);
assign src_rdy_o = (!fbus_empty);
always @(posedge clock) begin: M_FIFO_SHORT_W36_GFIFO_RTL_SRL_IN
    integer ii;
    if (wr) begin
        gfifo_mem[0] <= datain;
        for (ii=1; ii<16; ii=ii+1) begin
            gfifo_mem[ii] <= gfifo_mem[(ii - 1)];
        end
    end
end
assign dataout = gfifo_mem[gfifo_addr];
assign gfifo_fbus_rvld = rd;
always @(posedge clock, posedge reset) begin: M_FIFO_SHORT_W36_GFIFO_RTL_FIFO
    if (reset == 1) begin
        fbus_empty <= 1;
        fbus_full <= 0;
        gfifo_addr <= 0;
    end
    else begin
        if (clear) begin
            gfifo_addr <= 0;
            fbus_empty <= 1'b1;
            fbus_full <= 1'b0;
        end
        else if ((rd && (!wr))) begin
            fbus_full <= 1'b0;
            if ((gfifo_addr == 0)) begin
                fbus_empty <= 1'b1;
            end
            else begin
                gfifo_addr <= (gfifo_addr - 1);
            end
        end
        else if ((wr && (!rd))) begin
            fbus_empty <= 1'b0;
            if ((!fbus_empty)) begin
                gfifo_addr <= (gfifo_addr + 1);
            end
            if (($signed({1'b0, gfifo_addr}) == (16 - 2))) begin
                fbus_full <= 1'b1;
            end
        end
    end
end
always @(posedge clock, posedge reset) begin: M_FIFO_SHORT_W36_GFIFO_DBG_OCCUPANCY
    if (reset == 1) begin
        gfifo_nvacant <= 16;
        gfifo_ntenant <= 0;
    end
    else begin
        if (clear) begin
            gfifo_nvacant <= 16;
            gfifo_ntenant <= 0;
        end
        else if ((rd && (!wr))) begin
            gfifo_nvacant <= (gfifo_nvacant + 1);
            gfifo_ntenant <= (gfifo_ntenant - 1);
        end
        else if ((wr && (!rd))) begin
            gfifo_nvacant <= (gfifo_nvacant - 1);
            gfifo_ntenant <= (gfifo_ntenant + 1);
        end
    end
end
endmodule
==> flow_summary.json <==
{
  "power.density_mw_per_mm2": 112.5,
  "antenna_found_initial": 1,
  "gp_congestion": 0.8374,
  "areaGrowthSynthToFinish_pct": 14.80,
  "dp_cells": 1993,
  "r2r_slack_ns": 15.19,
  "synthFlopType": "edfxtp_1",
  "io_pins": 79,
  "post_cts_buffers": 0,
  "cts_inserted_buffers": 58,
  "cts_max_level": 2,
  "synth_dominant_cell_count": "edfxtp_1",
  "placed_area_sq_mm": 0.02363,
  "dp_hpwl_um": 27640,
  "clock.fmax_mhz": 120.9,
  "crit_arrival_ns": 4.55,
  "cts_buffer_depth": 3,
  "hold_viol_final": 0,
  "ir_drop_uv": 74.71,
  "grtUsageTotal_pct": 19.61,
  "crit_required_ns": 14.88,
  "worst-setup-path-type": "reg -> out",
  "top_area_cell": "edfxtp_1",
  "clk_pin_slew_ns": 0.06,
  "drt_iter0_markers": 1213,
  "path_cells": "buf_4 > nor2_2 > buf_4 > o21ai_4 > buf_4 > o221ai_1 > o32a_1 > clkdlybuf4s50_1",
  "wl_per_cell_um": 23.78,
  "yosysCellCount": 1285,
  "root_buffer": "clkbuf_16",
  "worstMarginPinSlew_ns": 0.8307,
  "crit_fanout": 46,
  "setup_viol": 0,
  "total_power_uw": 2860,
  "fin_worst_skew_ns": 0.02573,
  "top_area_share_pct": 78.09,
  "drv_cap": 0,
  "die_area_sq_mm": 0.05632,
  "fp-utilization_pct": 40.84,
  "grt_pass1_wl_um": 77560,
  "die-height_um": 237.3,
  "slowest_stage": "dfrtp_4",
  "critPathLaunchType": "register",
  "ys_types": 58,
  "slowest_delay_ns": 0.79,
  "num_vias": 12490,
  "ys_area_sq_mm": 0.02215,
  "drc": 0,
  "crit_path_end_kind": "output port",
  "grt_pass1_vias": 12990,
  "ys_async_sr_fraction_pct": 1.031,
  "worstSkewPairLatency_ns": 0.63,
  "synth_area_sq_mm": 0.02215,
  "syn-instance-count": 1285,
  "max_slew_margin_pct": 44.62,
  "holdCritPathClass": "reg -> reg",
  "num_rows": 85,
  "cts_hold_buf": 0,
  "tritoncts": "built",
  "dieWidth_um": 237.3,
  "fin_crit_ns": 8.270,
  "first_pass_iters": 8,
  "p_leak_uw": 0.008216,
  "rsz0062_at_grt": "false",
  "ys_warn_count": 2,
  "layout-drive-gt1-share_pct": 10.75,
  "status": "finished, final reports clean",
  "crit_cells": 8,
  "wl_um": 49960,
  "overflow": 0,
  "top_cells_by_count": "edfxtp_1, a22oi_1, a21oi_1, buf_2, nand2_1",
  "edf_count": 576,
  "grt_max_degree": 132,
  "cp_top_family": "buffers and inverters",
  "final_cells": 2101,
  "avgSynthCellArea_sq_um": 17.24,
  "core-area_sq_mm": 0.05424,
  "final_max_slew_viol_count": 0,
  "ant_nets": 0,
  "post_cts_resized": 0,
  "warning_count": 34,
  "critPathMostFrequentCell": "buf_4",
  "min_path_cells": 0,
  "cts.sinks": 582,
  "final_cell_area_sq_mm": 0.02543,
  "cp_num_buf_inv": 4,
  "finalSetupTns_ns": 0,
  "synth_flops": 582,
  "rr_worst_depth": 8,
  "synth_seq_share_pct": 78.77,
  "final.fill_count": 4481,
  "portBuffers": 78,
  "top_cells_by_area": "edfxtp_1, a22oi_1, a222oi_1, a21oi_1, a22o_1",
  "viasPerCell": 5.946,
  "layout_worst_path_cycle_share_pct": 44.46
}
## flip-flops by register name (all words and copies together), names as in the netlist
register and cells:
gfifo_mem 576, fbus_empty 1, gfifo_addr 4, fbus_full 1
## power breakdown
group | total, uW | switching (uW) | leakage (uW) | internal, uW
logic | 168 | 97.4 | 0.00163 | 70.8
registers | 1570 | 40.2 | 0.00571 | 1530
clock network | 1120 | 492 | 0.000878 | 628
total | 2860 | 629 | 0.00822 | 2230
## cell usage in the layout, fill, tap and decap left out, types with 9 or more instances in the layout
cell             count
a22o_1              35
buf_4               30
a221oi_1            32
mux2i_1              9
a31oi_1             25
edfxtp_1           576
clkbuf_16           58
mux2_2              21
nand2_1             57
a311oi_1             9
clkbuf_1            14
clkinv_2            13
a21oi_1             73
a32o_1               9
nor2_1              43
nand3_1             30
clkinv_1            14
clkdlybuf4s50_1     78
a32oi_1              9
a22oi_1             78
o21ai_0             27
a222oi_1            40
## through the flow
step | setup slack, ns | util, % | hold WS (ns)
2_1_floorplan | 1.487 | - | 0.4187
3_3_place_gp | 11.02 | 43.57 | 0.4247
3_5_place_dp | 10.93 | 43.57 | 0.4298
4_1_cts | 10.23 | 46.88 | 0.4286
5_1_grt | 10.10 | 46.88 | 0.4445
6_report | 10.33 | 46.88 | 0.4273
## path summary, 6_finish.rpt
path                            startpoint               to
min                        gfifo_mem[5][6]  gfifo_mem[6][6]
max                          gfifo_addr[2]       dataout[9]
min reg2reg                gfifo_mem[5][6]  gfifo_mem[6][6]
max in group asynchronous            reset       fbus_empty
max reg2reg                  gfifo_addr[3]    gfifo_addr[1]
min in group asynchronous            reset        fbus_full
## routing by layer
layer / wire [um] / share of wire [%] / track usage (%)
met3: 7013 / 14 / 12.15
met5: 0 / 0 / 0.6926
met2: 21840 / 44 / 25.90
met4: 960 / 1.9 / 3.695
met1: 20150 / 40 / 30.24
## layout make-up
| class | instances | area, sq um | area share, % |
|---|---|---|---|
| Clock buffer | 72 | 1504 | 5.914 |
| Sequential cell | 582 | 17460 | 68.65 |
| Tap cell | 696 | 870.8 | 3.425 |
| Clock inverter | 35 | 289.0 | 1.137 |
| Multi-Input combinational cell | 597 | 4223 | 16.61 |
| Inverter | 8 | 37.54 | 0.1476 |
| Antenna cell | 1 | 2.502 | 0.009841 |
| Timing Repair Buffer | 110 | 1046 | 4.114 |
## worst reg2reg max path: stages, from the launching register on
cell and delay [ns]:
dfrtp_4 0.67, buf_4 0.58, buf_4 0.67, or2_1 0.31, buf_4 0.31, o211ai_2 0.14
a21oi_1 0.31, nor2_1 0.07, a211oi_1 0.24
## cells by family (layout without fill, tap and decap cells)
logic type                 Yosys count  count (layout)  synth area share (%)
other                                0               1                     0
DFF                                582             582                 78.77
and+or+nand+nor                    162             162                 3.271
adders and majority gates            4               4                0.2260
xor gates and xnor gates             4               4                0.1581
buffers and inverters              106             225                 2.435
AOI/OAI and AO/OA                  394             394                 13.41
muxes                               33              33                 1.729
Power figures rest on the tool's default switching activity, not on a simulated workload.
