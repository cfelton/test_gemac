### run.sh
#!/bin/bash
# OpenROAD 26Q1-2900-gdf79404cd8, Yosys 0.63+post, stock flow scripts
make -C /OpenROAD-flow-scripts/flow DESIGN_CONFIG=/design/flow/config.mk WORK_HOME=/design/flow/orfs finish
### constraint.sdc
current_design m_fifo_short

set clk_period 30.9
set clk_io_pct 0.2

create_clock -name clk0 -period $clk_period [get_ports {clock}]

set non_clock_inputs [all_inputs -no_clocks]
set_input_delay [expr $clk_period * $clk_io_pct] -clock clk0 $non_clock_inputs
set_output_delay [expr $clk_period * $clk_io_pct] -clock clk0 [all_outputs]
### design.v
`timescale 1ns/10ps
module m_fifo_short (
    clock,
    reset,
    clear,
    datain,
    src_rdy_i,
    dst_rdy_o,
    dataout,
    src_rdy_o,
    dst_rdy_i
);
input clock;
input reset;
input clear;
input [35:0] datain;
input src_rdy_i;
output dst_rdy_o;
wire dst_rdy_o;
output [35:0] dataout;
wire [35:0] dataout;
output src_rdy_o;
wire src_rdy_o;
input dst_rdy_i;
reg fbus_empty;
wire rd;
wire wr;
reg fbus_full;
reg [4:0] gfifo_nvacant;
reg [3:0] gfifo_addr;
wire gfifo_fbus_rvld;
reg [4:0] gfifo_ntenant;
reg [35:0] gfifo_mem [0:16-1];
assign wr = (src_rdy_i & dst_rdy_o);
assign rd = (dst_rdy_i & src_rdy_o);
assign dst_rdy_o = (!fbus_full);
assign src_rdy_o = (!fbus_empty);
always @(posedge clock) begin: M_FIFO_SHORT_GFIFO_RTL_SRL_IN
    integer ii;
    if (wr) begin
        gfifo_mem[0] <= datain;
        for (ii=1; ii<16; ii=ii+1) begin
            gfifo_mem[ii] <= gfifo_mem[(ii - 1)];
        end
    end
end
assign dataout = gfifo_mem[gfifo_addr];
assign gfifo_fbus_rvld = rd;
always @(posedge clock, posedge reset) begin: M_FIFO_SHORT_GFIFO_RTL_FIFO
    if (reset == 1) begin
        fbus_empty <= 1;
        fbus_full <= 0;
        gfifo_addr <= 0;
    end
    else begin
        if (clear) begin
            gfifo_addr <= 0;
            fbus_empty <= 1'b1;
            fbus_full <= 1'b0;
        end
        else if ((rd && (!wr))) begin
            fbus_full <= 1'b0;
            if ((gfifo_addr == 0)) begin
                fbus_empty <= 1'b1;
            end
            else begin
                gfifo_addr <= (gfifo_addr - 1);
            end
        end
        else if ((wr && (!rd))) begin
            fbus_empty <= 1'b0;
            if ((!fbus_empty)) begin
                gfifo_addr <= (gfifo_addr + 1);
            end
            if (($signed({1'b0, gfifo_addr}) == (16 - 2))) begin
                fbus_full <= 1'b1;
            end
        end
    end
end
always @(posedge clock, posedge reset) begin: M_FIFO_SHORT_GFIFO_DBG_OCCUPANCY
    if (reset == 1) begin
        gfifo_nvacant <= 16;
        gfifo_ntenant <= 0;
    end
    else begin
        if (clear) begin
            gfifo_nvacant <= 16;
            gfifo_ntenant <= 0;
        end
        else if ((rd && (!wr))) begin
            gfifo_nvacant <= (gfifo_nvacant + 1);
            gfifo_ntenant <= (gfifo_ntenant - 1);
        end
        else if ((wr && (!rd))) begin
            gfifo_nvacant <= (gfifo_nvacant - 1);
            gfifo_ntenant <= (gfifo_ntenant + 1);
        end
    end
end
endmodule
### config.mk
export PLATFORM = sky130hd
export DESIGN_NAME = m_fifo_short
export DESIGN_NICKNAME = m_fifo_short
export VERILOG_FILES = /design/flow/design.v
export SDC_FILE = /design/flow/constraint.sdc
export NUM_CORES = 4
export LEC_CHECK = 1
export CORE_UTILIZATION = 30
==> flow_metrics.tcl <==
# implementation run metrics
set metrics [dict create \
    port_buffers 78 \
    cts_tree "yes" \
    tightest_slew_ps 827 \
    cp_common_cell "buf_4" \
    finalCritPeriodShare 0.356 \
    synth_chip_area_um2 22100 \
    place_hpwl_um 28100 \
    clock-sinks 582 \
    path_delay_family "buffers and inverters" \
    dieArea_um2 74900 \
    post_cts_resized 0 \
    fin_cells 2349 \
    ys_warn_count 2 \
    die_w_um 274 \
    yosysCellCount 1285 \
    grt_pass1_vias 13136 \
    enable_flop_cells 576 \
    synthArstFlopShare 0.0103 \
    rsz0062_at_grt "false" \
    slowest_stage "buf_4" \
    seq_area_um2 17500 \
    cp_max_fo 48 \
    setup-tns-final_ps 0 \
    overflow 0 \
    worst_ep_required_time_ps 24720 \
    cpPeakStageDelay_ps 620 \
    drc_errors 0 \
    path_clk_slew_ps 60 \
    wirelength_um 51000 \
    fin_hold_ws_ps 435 \
    ff_type "edfxtp_1" \
    power_leakage_uw 0.00815 \
    root_buffer "clkbuf_16" \
    ios 79 \
    fin_ws_ps 19900 \
    cts_setup_buffers 0 \
    utilization 0.351 \
    place_congestion 0.838 \
    core.rowCount 99 \
    maxCapViolations 0 \
    place_inst 2256 \
    antenna_found_initial 0 \
    status "completed" \
    grt_max_degree 147 \
    start_kind "flop" \
    finalCriticalPeriod_ps 11000 \
    grt_pass1_wl_um 78200 \
    final_antenna_net_count 0 \
    routedWlPerCell_um 21.7 \
    layout-area-overhead-vs-synth_pct 15.7 \
    worstPathArrival_ps 4820 \
    vias 12448 \
    clock_tree.buffer_depth 3 \
    fp_util 0.304 \
    synth_area_um2 22100 \
    p_per_area_nw_per_um2 65.8 \
    ys_seq_share 0.788 \
    grt_usage 0.145 \
    finalSetupViolCount 0 \
    insertedDiodeCount 0 \
    core_um2 73000 \
    nFillCells 6664 \
    relSlewSlack 0.448 \
    hold_buffers 0 \
    numCtsBuffers 58 \
    clock_latency_ps 610 \
    synth_flops 582 \
    finClkSkew_ps 16.5 \
    cts_max_level 2 \
    path_cells "inv_1 > ha_4 > buf_4 > buf_4 > nor2b_1 > a32o_1 > o21ai_0 > a31oi_1 > clkdlybuf4s50_1" \
    warning_count 36 \
    worstSetupEndpointType "primary output" \
    crit_buf_inv 4 \
    slew_viol_final 0 \
    comb_area_um2 4220 \
    drt_pass1_iterations 7 \
    place_ws_ps 20520 \
    ir_drop_mv 0.0445 \
    min_path_type "flop to flop" \
    drive_above_1_share 0.100 \
    finalHoldViolCount 0 \
    drtIter0Drc 1043 \
    worst-setup-path-type "flop to primary output" \
    avgViaCountPerCell 5.30 \
    die-height_um 274 \
    postSynthAreaPerCell_um2 17.2 \
    fmax_ghz 0.0909 \
    syn-instance-count 1285 \
    synth.distinct_cells 58 \
]
[synth_stat cells (5+ instances only)]
cell | count | area share
edfxtp_1 | 576 | 0.78
a22oi_1 | 78 | 0.026
a21oi_1 | 73 | 0.016
buf_2 | 59 | 0.013
nand2_1 | 57 | 0.0097
nor2_1 | 44 | 0.0075
a222oi_1 | 40 | 0.018
a22o_1 | 35 | 0.014
a221oi_1 | 32 | 0.013
nand3_1 | 30 | 0.0068
o21ai_0 | 27 | 0.0061
a31oi_1 | 25 | 0.0071
mux2_2 | 21 | 0.011
clkbuf_1 | 19 | 0.0032
a311oi_1 | 9 | 0.0036
a32o_1 | 9 | 0.0041
a32oi_1 | 9 | 0.0036
mux2i_1 | 9 | 0.0041
buf_1 | 8 | 0.0014
nand2b_1 | 8 | 0.0023
nor2b_1 | 8 | 0.0023
a211oi_1 | 7 | 0.0024
inv_1 | 7 | 0.0012
o211ai_1 | 7 | 0.0024
o22ai_1 | 7 | 0.0020
buf_4 | 6 | 0.0020
buf_6 | 6 | 0.0031
nor3_1 | 6 | 0.0014
o22a_1 | 6 | 0.0024
a221o_1 | 5 | 0.0023
dfrtp_1 | 5 | 0.0056
o221ai_1 | 5 | 0.0020
[cell type report]
class                           count  area share
Sequential cell                   582       0.681
Multi-Input combinational cell    597       0.165
Clock buffer                       74      0.0590
Tap cell                          959      0.0468
Timing Repair Buffer              110      0.0413
Clock inverter                     19     0.00523
Inverter                            8     0.00147
[metal layers]
metal,vias to the layer above,global-route usage,share of wire
li1,5468,-,-
met1,6165,0.202,0.40
met2,719,0.201,0.44
met3,96,0.0898,0.14
met4,0,0.0312,0.027
met5,-,0.00257,0
[flip-flops by register name, summed over array words and instances, names as in the netlist]
signal / count
fbus_empty: 1
gfifo_addr: 4
fbus_full: 1
gfifo_mem: 576
[cells by family (layout without fill, tap and decap cells)]
group                      Yosys count  after routing  synth area share
xor gates and xnor gates             4              4           0.00158
adders and majority gates            4              4           0.00226
AOI/OAI and AO/OA                  394            394             0.134
and+or+nand+nor                    162            162            0.0327
muxes                               33             33            0.0173
DFF                                582            582             0.788
buffers and inverters              106            211            0.0243
[cell usage in the layout, fill, tap and decap left out, types with 6 or more instances in the layout]
cell,instances
clkinv_1,10
clkbuf_16,58
nor2_1,43
a21oi_1,73
a22oi_1,78
mux2_2,21
o22ai_1,7
mux2i_1,9
a211oi_1,7
o22a_1,6
nor3_1,6
a311oi_1,9
buf_4,29
a221oi_1,32
o21ai_0,27
clkdlybuf4s50_1,78
nand2_1,57
a32o_1,9
a32oi_1,9
a222oi_1,40
a22o_1,35
nand3_1,30
nand2b_1,8
o211ai_1,7
clkinv_2,6
a31oi_1,25
clkbuf_1,16
inv_1,6
edfxtp_1,576
nor2b_1,8
[power breakdown]
group / total (µW) / internal (µW) / switching (µW) / leakage (µW)
Clock: 637 / 350 / 287 / 0.000804
Sequential: 946 / 922 / 23.7 / 0.00571
Combinational: 102 / 43.2 / 59.0 / 0.00163
[final timing paths]
path / from / end / slack, ps / cells after the start
hold reg to reg: gfifo_mem[3][32]$_DFFE_PP_ / gfifo_mem[4][32]$_DFFE_PP_ / 430 / 0
setup reg to reg: fbus_full$_DFFE_PP0P_ / gfifo_mem[15][2]$_DFFE_PP_ / 27660 / 4
max in group asynchronous: reset / fbus_empty$_DFFE_PP1P_ / 24820 / 2
hold / removal: gfifo_mem[3][32]$_DFFE_PP_ / gfifo_mem[4][32]$_DFFE_PP_ / 430 / 0
min in group asynchronous: reset / fbus_full$_DFFE_PP0P_ / 5820 / 2
setup / recovery: gfifo_addr[0]$_DFFE_PP0P_ / dataout[3] / 19900 / 9
[metrics by stage]
step,cell area (µm²),power [µW]
CTS,25600,1710
global route,25600,1750
detailed placement,24000,1070
global placement,24000,1060
floorplan,22200,1020
finish,25600,1690
No activity file was given, so power comes from the tool's default toggle rates.
